**./config.mk**
```make
export PLATFORM = sky130hd
export DESIGN_NAME = carrylookadder
export DESIGN_NICKNAME = carrylookadder
export VERILOG_FILES = /design/flow/design.v
export SDC_FILE = /design/flow/constraint.sdc
export NUM_CORES = 4
export LEC_CHECK = 1
export CORE_AREA = 10 10 70 70
export DIE_AREA = 0 0 80 80
```
**./constraint.sdc**
```tcl
current_design carrylookadder

set clk_period 3.0
set clk_io_pct 0.2

create_clock -name clk0 -period $clk_period

set non_clock_inputs [all_inputs -no_clocks]
set_input_delay [expr $clk_period * $clk_io_pct] -clock clk0 $non_clock_inputs
set_output_delay [expr $clk_period * $clk_io_pct] -clock clk0 [all_outputs]
```
**./design.v**
```verilog
module carrylookadder(input [3:0]a,b,input cin,output [3:0]s,output cout );
wire [3:0]p,g;
wire [3:0]c;
assign p=a^b;
assign g=a&b;
assign c[0]=g[0] | (p[0]&cin);
assign c[1]=g[1] | (p[1]&g[0])| (p[1]&p[0]&cin);
assign c[2]=g[2] | (p[2]&g[1])| (p[2]&p[1]&g[0]) | (p[2]&p[1]&p[0]&cin);
assign c[3]=g[3] | (p[3]&g[2])| (p[3]&p[2]&g[1])| (p[3]&p[2]&p[1]&g[0])| (p[3]&p[2]&p[1]&p[0]&cin);
assign s[0]=p[0]^cin;
assign s[1]=p[1]^c[0];
assign s[2]=p[2]^c[1];
assign s[3]=p[3]^c[2];
assign cout= c[3];
endmodule
```
**./run.sh**
```bash
#!/bin/bash
# OpenROAD 26Q1-2900-gdf79404cd8, Yosys 0.63+post, stock flow scripts
make -C /OpenROAD-flow-scripts/flow DESIGN_CONFIG=/design/flow/config.mk WORK_HOME=/design/flow/orfs finish
```
==> flow_metrics.tcl <==
# flow metrics
set metrics [dict create \
    max_cap_violations 0 \
    period_minus_slack_ns 2.86 \
    hpwl_um 519 \
    avgSynthCellArea_um2 8.51 \
    period_used_share 0.953 \
    worst_ir_drop_vdd_uv 76.5 \
    die_x_um 80 \
    power_density_mw_per_mm2 169 \
    synthCells 20 \
    setup-tns-final_ns 0 \
    synth_cell_type_count 10 \
    chipArea_mm2 0.00640 \
    coreArea_mm2 0.00342 \
    fp.dieH_um 80 \
    p_leak_nw 0.175 \
    final_layout_top_logic_cells "clkdlybuf4s50_1 (12), ha_1 (5), inv_1 (4)" \
    dr_total_vias 176 \
    grt_pass1_vias 184 \
    yosys_warnings 0 \
    critPathMaxFanout 3 \
    nClkBuffers 0 \
    gp_congestion 0.698 \
    seq_area_um2 0 \
    ys_cells 20 \
    routedWlPerCell_um 6.88 \
    antenna_found_initial 0 \
    io_pins 14 \
    min-delay-start "a[0]" \
    outcome "finished clean" \
    drive_gt1_frac 0.118 \
    syn_to_final_growth_pct 124 \
    logic_area_um2 163 \
    finalMaxSlewViolations 0 \
    min_to "s[2]" \
    n_fill_cell 404 \
    path_class "primary input to output port" \
    ff_count 0 \
    cts_setup_buffers 0 \
    routed_wirelength_um 550 \
    overflow 0 \
    vias_per_cell 2.20 \
    worst_setup_path_end_kind "output port" \
    min_path_type "primary input to output port" \
    grt_use_total 0.0173 \
    port_buffers 14 \
    yosys_area_um2 170 \
    drt_iter0_drc 8 \
    grt_max_degree 4 \
    maxSlewHeadroom 0.898 \
    grt_pass1_wl_um 876 \
    initial_core_util 0.0498 \
    grt_setup_unrepaired "false" \
    detail-route-antenna-nets 0 \
    required_ns 2.40 \
    rows 21 \
    finalHoldViolations 0 \
    synth_area_um2 170 \
    total_power_mw 0.0645 \
    fmax_mhz 350 \
    tightest_slew_ns 0.152 \
    cp_data_arrival_time_ns 2.26 \
    ys_seq_frac 0 \
    route.detailed.drc 0 \
    n_antenna_cell 0 \
    lay_top_count "clkdlybuf4s50_1" \
    start_kind "primary input" \
    finalSetupViolCount 0 \
    min_path_cells 6 \
    warnings 33 \
    dr.pass1.iters 2 \
]
cell type report:
cell class                 instances  share of cell area
multi-input combinational         16               0.428
timing repair buffer              14               0.382
tap                               46               0.151
inverter                           4              0.0395
cells in the mapped netlist (all sizes together):
master | count | share of area
fa | 1 | 0.12
a21oi | 3 | 0.11
ha | 5 | 0.37
inv | 4 | 0.088
a21o | 2 | 0.088
xor2 | 1 | 0.051
nand2 | 1 | 0.022
o21ai | 1 | 0.051
xnor2 | 2 | 0.10
critical path: stages:
cell,delay (ns)
clkdlybuf4s50_1,0.46
ha_1,0.33
a21oi_2,0.06
o21ai_2,0.17
xor2_1,0.15
clkdlybuf4s50_1,0.48
worst max path at each step:
stage | from | end | slack (ns)
CTS | a[0] | s[2] | 0.05
global route | b[0] | s[3] | 0.02
finish | b[0] | s[3] | 0.14
cell families (layout without fill, tap and decap cells):
group | after synthesis | after routing | share of synthesized area
buffers and inverters | 4 | 18 | 0.0882
adder cells (fa/ha/maj) | 6 | 6 | 0.485
AND/OR/NAND/NOR | 1 | 1 | 0.0220
AND-OR/OR-AND | 6 | 6 | 0.250
XOR/XNOR | 3 | 3 | 0.154
metal layers:
layer	global-route usage	up-vias	part of all wire
met1	0.0298	67	0.58
met2	0.0144	13	0.19
li1	-	96	-
met4	0	0	0
met5	0	-	0
met3	0.0136	0	0.22
timing repair:
| item | CTS | global route |
|---|---|---|
| setup endpoints to repair | 0 | 2 |
| gates resized | 0 | 4 |
| hold buffers | 0 | 0 |
through the flow:
step / area (µm²) / hold WS [ns] / worst slack (ns) / utilization / instances
after floorplan: 170 / 1.37 / 1.08 / - / 20
after global placement: 368 / 2.28 / 0.0897 / 0.108 / 80
after detailed placement: 368 / 2.29 / 0.0694 / 0.108 / 80
after CTS: 368 / 2.29 / 0.0471 / 0.108 / 80
after global routing: 380 / 1.99 / 0.0169 / 0.111 / 80
final: 380 / 1.90 / 0.140 / 0.111 / 80
power breakdown:
part           internal (mW)  switching [mW]  total (mW)
sequential                 0               0           0
clock                      0               0           0
combinational         0.0432          0.0213      0.0645
total                 0.0432          0.0213      0.0645
Power figures rest on the tool's default switching activity, not on a simulated workload.
