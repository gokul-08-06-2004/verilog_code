`./run.sh`:
```
#!/bin/bash
# OpenROAD 26Q1-2900-gdf79404cd8, Yosys 0.63+post, stock flow scripts
make -C /OpenROAD-flow-scripts/flow DESIGN_CONFIG=/design/flow/config.mk WORK_HOME=/design/flow/orfs finish
```
`./config.mk`:
```
export PLATFORM = sky130hd
export DESIGN_NAME = alu
export DESIGN_NICKNAME = alu
export VERILOG_FILES = /design/flow/design.v
export SDC_FILE = /design/flow/constraint.sdc
export NUM_CORES = 4
export LEC_CHECK = 1
export CORE_AREA = 10 10 89 89
export DIE_AREA = 0 0 99 99
```
`./constraint.sdc`:
```
current_design alu

set clk_period 3.2
set clk_io_pct 0.2

create_clock -name clk0 -period $clk_period

set non_clock_inputs [all_inputs -no_clocks]
set_input_delay [expr $clk_period * $clk_io_pct] -clock clk0 $non_clock_inputs
set_output_delay [expr $clk_period * $clk_io_pct] -clock clk0 [all_outputs]
```
`./design.v`:
```
module alu(input [3:0]a,b,input [2:0]sel,output reg [7:0]y);
always@(*)
begin
case(sel)
        3'b000:y=a+b;
        3'b001:y=a-b;
        3'b010:y=a&b;
        3'b011:y=a|b;
        3'b100:y=a^b;
        3'b101:y=~a;
        3'b110:y=a<<b;
        3'b111:y=a>>b;
default:y=5'b00000;
endcase
end
endmodule
```
==> flow_metrics.env <==
# flow metrics
export IMPL_status="complete, no violations"
export IMPL_syn_inst=124
export IMPL_chipWidth_um=99
export IMPL_layout_filler_cells=627
export IMPL_synth_warnings=1
export IMPL_post_place_cells=255
export IMPL_port_buffers=19
export IMPL_remaining_drc_errors=0
export IMPL_syn_cell_area_um2=895
export IMPL_yosysChipArea_um2=895
export IMPL_endpoint_kind="output port"
export IMPL_drv_slew=0
export IMPL_globalplace_congestion=0.912
export IMPL_setup_worst_path_start_class="input port"
export IMPL_postRouteWirelength_um=3010
export IMPL_placementRows=28
export IMPL_netlist_top_cell_by_area="sky130_fd_sc_hd__ha_1"
export IMPL_fmax_mhz=322
export IMPL_start_point_of_the_worst_min_delay_path="b[2]"
export IMPL_worst_slew_pin_slew_ns=0.261
export IMPL_final_clkbuf_count=0
export IMPL_vias=1094
export IMPL_detail_route_vias_per_cell=4.24
export IMPL_synthAoiAreaFrac_pct=28.7
export IMPL_postCtsHoldBufs=0
export IMPL_finalNonFillerCells=258
export IMPL_grt_pass1_vias=1060
export IMPL_floorplan_die_area_mm2=0.00980
export IMPL_insertedDiodeCount=0
export IMPL_global_route_overflow_total=0
export IMPL_top_cell_area_share_pct=18.2
export IMPL_antenna_left=0
export IMPL_initCoreUtil_pct=14.9
export IMPL_ys_sh_xor_pct=2.94
export IMPL_hold_worst_slack_ns=1.89
export IMPL_cp_max_fo=5
export IMPL_detail_route_first_pass_iterations=4
export IMPL_ir_worst_vdd_uv=37.4
export IMPL_flop_count=0
export IMPL_detailed_place_hpwl_um=2540
export IMPL_setup_total_negative_slack_ns=0
export IMPL_timing_critical_path_arrival_ns=2.47
export IMPL_post_drt_wl_per_cell_um=11.7
export IMPL_grtUsageTotal_pct=5.89
export IMPL_post_synthesis_mean_instance_area_um2=7.21
export IMPL_drive_above_1_share_pct=34.4
export IMPL_timing_hold_worst_class="input port to output port"
export IMPL_log_warning_count=42
export IMPL_maxCapViolCount=0
export IMPL_path_class="input port to output port"
export IMPL_timing_final_crit_period_ns=3.11
export IMPL_setup_viol=0
export IMPL_timing_critical_path_required_ns=2.56
export IMPL_power_leakage_nw=0.716
export IMPL_placeableCoreArea_mm2=0.00599
export IMPL_synth_seq_area_share_pct=0
export IMPL_yosys_dominant_comb_family="AND-OR/OR-AND gates"
export IMPL_rsz_0062_raised_after_global_routing="true"
export IMPL_grt_first_pass_wirelength_um=5060
export IMPL_simple_gate_area_share_pct=23.5
export IMPL_ios=19
export IMPL_antenna_found_initial=0
export IMPL_die_height_um=99
export IMPL_fin_crit_sh_pct=97.1
export IMPL_synth_area_mux_share_pct=11.5
export IMPL_layout_area_overhead_vs_synth_pct=73.1
export IMPL_post_synth_main_area_contributors="sky130_fd_sc_hd__ha_1 (18%), sky130_fd_sc_hd__mux2i_1 (9.0%), sky130_fd_sc_hd__inv_1 (5.5%), sky130_fd_sc_hd__fa_1 (4.5%), sky130_fd_sc_hd__nand2_1 (4.2%)"
export IMPL_critical_path_startpoint="a[2]"
export IMPL_grt_max_degree=10
export IMPL_synth_cellmix_adderShare_pct=22.7
export IMPL_yosysUniqueCellTypes=42
export IMPL_detailedRoute_firstIterationViolations=36
export IMPL_ys_cells=124
export IMPL_final_hold_viol_count=0
export IMPL_power_per_cell_area_mw_per_mm2=127
export IMPL_post_route_util_pct=25.9
export IMPL_relSlewSlack_pct=82.6
export IMPL_area_sequential_um2=0
per-layer routing:
layer,wire (µm),vias up,track usage [%]
li1,-,573,-
met1,1400,501,8.04
met2,1490,20,10.3
met3,115,0,0.634
met4,0,0,0
met5,0,-,0
cells in the final DEF (no fill, tap or decap), types with 2 or more instances in the layout:
| cell | n |
|---|---|
| sky130_fd_sc_hd__nor2_1 | 7 |
| sky130_fd_sc_hd__dlygate4sd2_1 | 10 |
| sky130_fd_sc_hd__a21o_1 | 2 |
| sky130_fd_sc_hd__o21ai_0 | 6 |
| sky130_fd_sc_hd__o211ai_1 | 5 |
| sky130_fd_sc_hd__or3_1 | 2 |
| sky130_fd_sc_hd__o21bai_1 | 2 |
| sky130_fd_sc_hd__dlymetal6s2s_1 | 2 |
| sky130_fd_sc_hd__clkdlybuf4s50_1 | 6 |
| sky130_fd_sc_hd__mux2i_1 | 8 |
| sky130_fd_sc_hd__o221ai_1 | 2 |
| sky130_fd_sc_hd__nand2b_1 | 2 |
| sky130_fd_sc_hd__inv_2 | 2 |
| sky130_fd_sc_hd__nand3_1 | 3 |
| sky130_fd_sc_hd__nor2b_1 | 4 |
| sky130_fd_sc_hd__o22ai_1 | 2 |
| sky130_fd_sc_hd__nand2_1 | 10 |
| sky130_fd_sc_hd__nor3_1 | 4 |
| sky130_fd_sc_hd__ha_4 | 3 |
| sky130_fd_sc_hd__ha_1 | 9 |
| sky130_fd_sc_hd__inv_1 | 11 |
| sky130_fd_sc_hd__xor2_1 | 2 |
| sky130_fd_sc_hd__fa_2 | 2 |
| sky130_fd_sc_hd__a21oi_1 | 6 |
| sky130_fd_sc_hd__buf_4 | 46 |
synth_stat cells (2+ instances only):
cell type,count
sky130_fd_sc_hd__mux2i_1,8
sky130_fd_sc_hd__o221ai_1,2
sky130_fd_sc_hd__ha_1,13
sky130_fd_sc_hd__a211oi_1,2
sky130_fd_sc_hd__nor3_1,4
sky130_fd_sc_hd__buf_2,2
sky130_fd_sc_hd__o211ai_1,5
sky130_fd_sc_hd__a21oi_1,7
sky130_fd_sc_hd__nor2_1,7
sky130_fd_sc_hd__fa_1,2
sky130_fd_sc_hd__nand2b_1,2
sky130_fd_sc_hd__o22ai_1,2
sky130_fd_sc_hd__nand3_1,3
sky130_fd_sc_hd__or3_1,2
sky130_fd_sc_hd__o21ai_0,7
sky130_fd_sc_hd__o21bai_1,2
sky130_fd_sc_hd__buf_4,3
sky130_fd_sc_hd__inv_1,13
sky130_fd_sc_hd__xor2_1,2
sky130_fd_sc_hd__a21o_1,2
sky130_fd_sc_hd__nor2b_1,4
sky130_fd_sc_hd__nand2_1,10
timing repair:
item                       in CTS  in global routing
setup endpoints to repair       8                  3
gates cloned                    0                  0
pin swaps                      10                  2
resized                        26                  7
setup buffers                   3                  1
worst paths after layout:
kind    to  depth (start not counted)
max   y[6]                          8
min   y[7]                          5
worst max-delay path, cell delays in order:
cell                              delay (ns)
sky130_fd_sc_hd__clkdlybuf4s50_1        0.48
sky130_fd_sc_hd__inv_1                  0.07
sky130_fd_sc_hd__ha_4                   0.29
sky130_fd_sc_hd__inv_1                  0.07
sky130_fd_sc_hd__a211oi_2               0.25
sky130_fd_sc_hd__o21ai_2                0.12
sky130_fd_sc_hd__nand2_1                0.08
sky130_fd_sc_hd__clkdlybuf4s50_1        0.46
per-stage QoR:
stage / total power, mW / cell area (µm²) / setup slack [ns]
final: 0.197 / 1550 / 0.0923
after global routing: 0.222 / 1550 / -0.0283
after CTS: 0.195 / 1520 / 0.00982
after detailed placement: 0.191 / 1460 / -0.384
after global placement: 0.191 / 1460 / -0.389
after floorplan: 0.0890 / 895 / 0.695
kinds of logic after synthesis:
| kind of cell | after synthesis |
|---|---|
| buf+inv | 20 |
| compound gates | 38 |
| mux | 9 |
| simple gates | 39 |
| xor+xnor | 3 |
| fa+ha+maj | 15 |
where the power goes:
part	total [mW]	internal [mW]	switching (mW)
clock	0	0	0
combinational	0.197	0.110	0.0871
sequential	0	0	0
area by class of cell:
class	count	area [µm²]	area share (%)
Inverter	14	53.8	3.47
Multi-Input combinational cell	104	878	56.7
Tap cell	75	93.8	6.06
Timing Repair Buffer	65	523	33.8
No activity file was given, so power comes from the tool's default toggle rates.
