--- flow/run.sh ---
#!/bin/bash
# OpenROAD 26Q1-2900-gdf79404cd8, Yosys 0.63+post, stock flow scripts
make -C /OpenROAD-flow-scripts/flow DESIGN_CONFIG=/design/flow/config.mk WORK_HOME=/design/flow/orfs finish
--- flow/config.mk ---
export PLATFORM = sky130hd
export DESIGN_NAME = mod_13counter
export DESIGN_NICKNAME = mod_13counter
export VERILOG_FILES = /design/flow/design.v
export SDC_FILE = /design/flow/constraint.sdc
export NUM_CORES = 4
export LEC_CHECK = 1
export CORE_AREA = 10 10 70 70
export DIE_AREA = 0 0 80 80
--- flow/constraint.sdc ---
current_design mod_13counter

set clk_period 1.3
set clk_io_pct 0.2

create_clock -name clk0 -period $clk_period [get_ports {clk}]

set non_clock_inputs [all_inputs -no_clocks]
set_input_delay [expr $clk_period * $clk_io_pct] -clock clk0 $non_clock_inputs
set_output_delay [expr $clk_period * $clk_io_pct] -clock clk0 [all_outputs]
--- flow/design.v ---
module t_ff(input clk,rst,t,output reg q,output qbar);
always@(negedge clk or posedge rst)
begin
if(rst)
q<=0;
else if(t)
q<=~q;
end
assign qbar=~q;
endmodule 
module mod_13counter(input clk,rst,input [3:0]t,output [3:0]q,qbar);
wire clr=rst | (q[3]&q[2]&~q[1]&q[0]);
genvar i;
generate
t_ff t1(clk,clr,t[0],q[0],qbar[0]);
for(i=1; i<4; i=i+1)
begin
t_ff ti(q[i-1],clr,t[i],q[i],qbar[i]);
end
endgenerate
endmodule 
==> results_dict.tcl <==
# place-and-route summary
set metrics [dict create \
    mux_share 0 \
    p_leak_uw 0.000172 \
    power_density_mw_per_mm2 1030 \
    rsz0062_at_grt "yes" \
    dieArea_mm2 0.00640 \
    viasPerCell 1.96 \
    worst-r2r-cell-count 4 \
    status "finished, violations left" \
    r2r_slack_ns 0.27 \
    simple_gate_area_frac 0 \
    ys_sh_xor 0.155 \
    crit_top_cell "buf_6" \
    max_slew_margin 0.864 \
    path_class "flop to output pin" \
    area_delta_synth_final_pct 77.9 \
    syn_avg_cell_area_um2 10.8 \
    first_pass_iters 1 \
    ys_cells 21 \
    cp-start-kind "flop" \
    regToRegStartpoint "t1.q$_DFFE_NP0P_" \
    post-place-cells 75 \
    dp_hpwl_um 480 \
    hold_violations 0 \
    wl_um 564 \
    clock_skew_ns 0 \
    combGateArea_um2 58.8 \
    syn_area_um2 226 \
    post-place-ws_ns -0.540 \
    critPathSlowestCell "dfrtn_1" \
    ys.flops 4 \
    drv_cap 0 \
    drt_iter0_markers 0 \
    yosysWarnings 5 \
    failed_checks "negative setup slack" \
    synthCells 21 \
    clk_latency_ns 0 \
    grt_start_max_net_pins 6 \
    setup_violations 2 \
    clk_pin_slew_worst_paths_ns 0 \
    fillers 400 \
    topCombFamilyByArea "buffers and inverters" \
    ys_seq_frac 0.442 \
    path_cells "buf_6 -> buf_6" \
    grt-ovfl-total 0 \
    endpoint_kind "output pin" \
    worst_slack_ns -0.208 \
    untimed_endpoints 9 \
    regArea_um2 100 \
    yosysChipArea_um2 226 \
    drv_slew 0 \
    warnings 31 \
    detail_route.wl_per_cell_um 7.32 \
    antenna_found_initial 0 \
    grt_pass1_wl_um 945 \
    synthAoiAreaFrac 0.0718 \
    synth-adder-area-share 0 \
    grt.total_usage 0.0183 \
    fp_util 0.0663 \
    cp_max_fo 2 \
    vias 151 \
    ctsHoldBuffers 0 \
    synth_cell_types 5 \
    reg2reg_to "t1.q$_DFFE_NP0P_" \
    instances_no_fill 77 \
    portBuffers 13 \
    grt_pass1_vias 178 \
    min_path_type "flop to asynchronous set/reset pin" \
    critPathArrivalTime_ns 1.25 \
    die_width_um 80 \
    max_stage_delay_ns 0.41 \
    core_area_mm2 0.00342 \
    unclocked_pins 3 \
    num_io_pins 14 \
    fp-row-count 21 \
    worstMarginPinSlew_ns 0.204 \
    drive_gt1_frac 0.323 \
    route.detailed.drc 0 \
    fp.dieH_um 80 \
    required_ns 1.04 \
    route.antenna.diode_count 0 \
    place_congestion 0.756 \
    ir_worst_vdd_v 0.000550 \
    antenna_left 0 \
]
## registers in the layout (all words and copies together), names as in the netlist
name / cells
t1.q: 1
genblk1.ti.q: 3
## cell type report
type                            count  share of cell area
Tap cell                           46               0.143
Sequential cell                     4               0.248
Timing Repair Buffer               18               0.425
Inverter                            4              0.0373
Multi-Input combinational cell      5               0.146
## placed cells by master (no fill, tap or decap)
cell,netlist,final
buf_2,0,1
dfrtn_1,4,4
buf_6,0,2
xor2_1,4,3
inv_1,4,4
a41oi_2,1,1
dlygate4sd2_1,0,1
xor2_2,0,1
clkdlybuf4s50_1,0,9
buf_4,8,4
buf_8,0,1
## per-layer routing
layer,global-route usage,vias up,wire [µm]
met2,0.0201,13,130
li1,-,75,-
met3,0.0148,0,148
met4,0,0,0
met1,0.0274,63,285
met5,0,-,0
## Yosys cell counts
library cell | n | area (µm²)
dfrtn_1 | 4 | 100
xor2_1 | 4 | 35.0
inv_1 | 4 | 15.0
a41oi_2 | 1 | 16.3
buf_4 | 8 | 60.1
## report_power, final
part | internal [µW] | total (µW) | switching, µW
sequential | 88.4 | 119 | 30.6
clock | 0 | 0 | 0
combinational | 211 | 297 | 85.8
total | 299 | 416 | 116
## per-stage QoR
step / hold WS, ns / util / instance area, µm² / total power (µW) / TNS, ns
after CTS: 0.516 / 0.115 / 392 / 413 / -0.401
final: 0.493 / 0.118 / 403 / 416 / -0.382
after floorplan: 0.180 / - / 226 / 229 / -0.400
after detailed placement: 0.298 / 0.110 / 377 / 358 / -1.41
after global placement: 0.284 / 0.110 / 377 / 356 / -1.34
after global routing: 0.560 / 0.118 / 403 / 463 / -0.474
## timing repair
action / in CTS / in global routing
setup buffers: 2 / 0
endpoints found under the setup margin: 4 / 3
resized: 14 / 2
## worst max-delay path by stage
stage / from / endpoint / slack (ns) / cells after the start
CTS: t1.q$_DFFE_NP0P_ / q[0] / -0.22 / 2
global route: t1.q$_DFFE_NP0P_ / q[0] / -0.25 / 2
finish: t1.q$_DFFE_NP0P_ / q[0] / -0.21 / 2
## kinds of logic after synthesis
kind of cell,Yosys count
flops,4
xor+xnor,4
buf+inv,12
compound gates,1
## critical path: cells and delay by family (launching register included)
family / cells / cell delay [ns]
flip-flops: 1 / 0.41
buffers and inverters: 2 / 0.18
No activity file was given, so power comes from the tool's default toggle rates.
